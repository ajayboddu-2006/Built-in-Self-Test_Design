==> flow/config.mk <==
export PLATFORM = sky130hd
export DESIGN_NAME = bist
export DESIGN_NICKNAME = bist
export VERILOG_FILES = /design/flow/design.v
export SDC_FILE = /design/flow/constraint.sdc
export NUM_CORES = 4
export LEC_CHECK = 1
export CORE_AREA = 10 10 80 80
export DIE_AREA = 0 0 90 90
==> flow/run.sh <==
#!/bin/bash
# OpenROAD 26Q1-2900-gdf79404cd8, Yosys 0.63+post, stock flow scripts
make -C /OpenROAD-flow-scripts/flow DESIGN_CONFIG=/design/flow/config.mk WORK_HOME=/design/flow/orfs finish
==> flow/constraint.sdc <==
current_design bist

set clk_period 2.6
set clk_io_pct 0.2

create_clock -name clk0 -period $clk_period [get_ports {clk}]

set non_clock_inputs [all_inputs -no_clocks]
set_input_delay [expr $clk_period * $clk_io_pct] -clock clk0 $non_clock_inputs
set_output_delay [expr $clk_period * $clk_io_pct] -clock clk0 [all_outputs]
==> flow/design.v <==
`timescale 1ns / 1ps
module bist (
    input  wire       clk,
    input  wire       rst,
    input  wire       testmode,
    input  wire [3:0] in,
    output wire [3:0] out,
    output reg        fault_detected
);
    wire       complete;
    wire [3:0] mux_out;
    wire [3:0] lfsr_out;
    wire [3:0] cut_out;
    wire [3:0] misr_out;
    parameter [3:0] golden_signature = 4'b0100;
    LFSR lfsr_inst (
        .clk(clk),
        .rst(rst),
        .enable(testmode),
        .lfsr_out(lfsr_out),
        .complete(complete)
    );
    MUX mux_inst (
        .a(in),
        .b(lfsr_out),
        .sel(testmode),
        .out(mux_out)
    );
    CUT cut_inst (
        .a(mux_out[3]),
        .b(mux_out[2]),
        .c(mux_out[1]),
        .d(mux_out[0]),
        .y1(cut_out[3]),
        .y2(cut_out[2]),
        .y3(cut_out[1]),
        .y4(cut_out[0])
    );
    assign out = cut_out;
    MISR misr_inst (
        .clk(clk),
        .reset(rst),
        .data_in(cut_out),
        .enable(testmode),
        .q(misr_out)
    );
    always @(posedge clk or posedge rst) begin
        if (rst) begin
            fault_detected <= 1'b0;
        end else if (testmode) begin
            if (complete) begin
                fault_detected <= (misr_out != golden_signature);
            end else begin
                fault_detected <= 1'b0;
            end
        end else begin
            fault_detected <= 1'b0;
        end
    end
endmodule
module LFSR (
    input  wire       clk,
    input  wire       rst,
    input  wire       enable,
    output reg [3:0]  lfsr_out,
    output reg        complete
);
    reg  [3:0] count;
    wire feedback;
    assign feedback = lfsr_out[0] ^ lfsr_out[3];
    always @(posedge clk or posedge rst) begin
        if (rst) begin
            lfsr_out <= 4'hF;
            count    <= 4'b0000;
            complete <= 1'b0;
        end 
        else if (enable) begin
            lfsr_out <= {lfsr_out[2:0], feedback};
            count    <= count + 1;
            if (count == 4'b1111) 
                complete <= 1'b1;
            else
                complete <= 1'b0;
        end
    end
endmodule
module MUX (
    input  wire [3:0] a,
    input  wire [3:0] b,
    input  wire       sel,
    output wire [3:0] out
);
    assign out = sel ? b : a;
endmodule
module CUT (
    input  wire a, b, c, d,
    output wire y1, y2, y3, y4
);
    wire f1, f2, f3, f4, f5, f6, f7, f8, f9, f10; 
    and  G1(f1, a, b);
    xor  G2(f3, f1, b);
    or   G3(f2, c, d);
    nor  G4(f4, f1, f3);
    not  G5(f5, f2);
    xor  G6(f7, f5, f2);
    nand G7(f6, f5, b);
    and  G8(f8, f4, f6);
    or   G9(f9, f7, f6);
    and  G10(f10, f8, f9);
    nor  G11(y1, f1, f8);
    and  G12(y2, f10, f8);
    nand G13(y3, f10, f7);
    not  G14(y4, f7);
endmodule
module MISR (
    input        clk,
    input        reset,
    input  [3:0] data_in,
    input        enable,
    output reg [3:0] q
);
    reg feedback;
    always @(posedge clk or posedge reset) begin
        if (reset) begin
            q <= 4'b0;
        end 
        else if (enable) begin
            feedback = q[3] ^ data_in[3];
            q[3] <= q[2] ^ data_in[2];
            q[2] <= q[1] ^ data_in[1];
            q[1] <= q[0] ^ data_in[0] ^ feedback;
            q[0] <= feedback;
        end
    end
endmodule
==> job_summary.md <==
## Implementation flow summary

| Metric | Value |
|---|---|
| Run status | completed |
| Placeable Area | 4720 µm² |
| DP Wirelength | 793 µm |
| Root Driver | clkbuf_8 |
| Post-synth tally of flip-flops with integrated enable | 0 |
| Mean Syn Cell Area | 11.2 µm² |
| CTS sink cnt | 14 |
| Antenna violations before repair | 0 |
| Min Clock Period, post-route | 2310 ps |
| Most common cell on crit path | clkdlybuf4s50_1 |
| Final Skew | 3.98 ps |
| Quantity of hold-fixing buffers added after cts | 0 |
| CP Data Required Time | 2080 ps |
| Library cells used by synthesis | 19 |
| Vias per cell | 2.87 |
| RR Startpoint | lfsr_inst.lfsr_out[3] |
| Layout cells sized above 1 | 21.2% |
| WL per Instance | 7.70 µm |
| Part of the cycle the worst path needs | 88.7% |
| Vias after detailed routing | 382 |
| Highest ir drop seen on vdd | 0.485 mV |
| Warning total across the stage logs | 27 |
| Top fanout value on the critical path | 4 |
| Number of design-rule violations left by the first detailed-router iteration | 5 |
| Global-route wire length before repair | 1.81 mm |
| Worst hold path type | flop to flop |
| Final Instance Area | 838 µm² |
| CTS-repair resized insts | 0 |
| Area added between synthesis and finish | 26.7% |
| TritonCTS Buffers | 3 |
| Diodes inserted | 0 |
| Vias in the first global route | 404 |
| Number of synthesized register bits | 14 |
| Dominant register cell | dfrtp_1 |
| Remaining global-route overflow | 0 |
| Maximum number of pins on one net before global-route repair | 18 |
| End of the worst register-to-register path | misr_inst.q[1] |
| Peak clock frequency supported by timing | 434 MHz |
| Setup crit end kind | primary output |
| Cell count in the Yosys report | 59 |
| Cell type of the slowest stage on the worst timing path | clkdlybuf4s50_1 |
| Die Wd | 90 µm |
| CP max stage delay | 490 ps |
| Post-synth design cell area | 662 µm² |
| Placed standard-cell area | 793 µm² |
| Final Routed Wirelength | 1.02 mm |
| Power density cells | 1080 nW/µm² |
| Final hold viol count | 0 |
| Register Area | 355 µm² |
| Vertical extent of the die | 90 µm |
| Cell family contributing the most delay on the critical path | buffers and inverters |
| Switching power total | 0.000255 W |
| Internal power summed over all cells | 0.000648 W |
| Insertion delay of the later-clocked pin in the worst-skew pair | 240 ps |
| Buffers & Inverters on Critical Path | 2 |
| Antenna-violating nets left | 0 |
| Port Buffer Count | 8 |
| Sequential cell area fraction in the yosys report | 53.7% |
| Number of search-and-repair iterations in the first detailed-routing pass | 2 |
| Buffer levels on the longest clock path | 2 |
| Floorplan die area | 8100 µm² |
| Worst Hold Path Cells | 1 |
| Clock transition at the registers of the reported paths | 50 ps |
| Final setup violation count | 0 |
| Proportion of total power due to net switching | 28.2% |
| Arrival time of data at the critical path endpoint | 1790 ps |
| Setup repair after global routing missed its margin | false |
| Hold path endpoint | lfsr_inst.count[3] |
| Leak | 0.326 nW |
| Combined area of the multi-input logic cells | 251 µm² |
| Asr flop ratio synth | 100% |
| Most numerous logic cell after layout | dfrtp_1 |
| Portion of total power attributed to sequential cells | 47.9% |
| Synthesized instance count | 59 |
| Total Routing Usage GR | 2.56% |
| Ports placed on the boundary | 12 |
| Clock tree from TritonCTS | yes |
| Crit path cell chain | clkdlybuf4s50_1, nand2b_1, o21ai_0, clkdlybuf4s50_1 |
| Global placement routability congestion | 0.721 |
| Core Density at Floorplan | 14.0% |
| Max-capacitance violation count | 0 |
| Portion of total power attributed to combinational logic | 32.6% |
| Final Slew Violations | 0 |
| Setup crit start kind | input pin |
| Total cell area reported by yosys after synthesis | 662 µm² |
| Register-to-Register Path Depth | 3 |
| Clock power frac | 19.5% |
| Critical path type | input pin to primary output |
| Number of rows created at floorplan | 25 |
| Yosys warning total | 3 |
| Worst reg2reg setup slack | 1390 ps |
| Count of unresolved DRC violations after routing | 0 |
| Top Layout Cells | dfrtp_1, xnor2_1, clkdlybuf4s50_1, nand2_1 |
| Startpoint of the most critical hold path | lfsr_inst.count[3] |
| CTS H-tree lvls | 1 |
| # fillers | 518 |
| Total negative slack for setup checks | 0 ps |
| Post-CTS setup-driven buffer insertion count | 0 |
-- metrics by stage --
step / hold slack (ps) / power, W / util (%) / setup WS (ps) / instances
global route: 508 / 0.000979 / 17.7 / 176 / 133
floorplan: 406 / 0.000670 / - / 957 / 59
CTS: 483 / 0.000917 / 17.7 / 288 / 133
finish: 479 / 0.000903 / 17.7 / 294 / 133
detailed placement: 471 / 0.000736 / 16.8 / 285 / 129
global placement: 460 / 0.000717 / 16.8 / 295 / 129
-- power groups by stage --
| stage | clock network, W | logic (W) | registers, W |
|---|---|---|---|
| finish | 0.000176 | 0.000295 | 0.000432 |
| global route | 0.000196 | 0.000334 | 0.000449 |
| CTS | 0.000182 | 0.000301 | 0.000433 |
-- flip-flops by register name, indices dropped and copies added, names as in the netlist --
register and cells:
lfsr_inst.lfsr_out 4, misr_inst.q 4, lfsr_inst.complete 1, fault_detected 1, lfsr_inst.count 4
-- cells by family after synthesis --
| logic type | after synthesis | synth area share, % |
|---|---|---|
| adder cells (fa/ha/maj) | 1 | 1.89 |
| flip-flops | 14 | 53.7 |
| other | 1 | 0.567 |
| XOR/XNOR | 9 | 11.9 |
| AND-OR/OR-AND | 5 | 3.78 |
| buffers and inverters | 10 | 8.32 |
| multiplexers | 5 | 9.07 |
| AND/OR/NAND/NOR | 14 | 10.8 |
-- cells in the mapped netlist (2+ instances only) --
cell type	n	area share, %
buf_4	4	4.5
buf_2	2	1.5
o21ai_0	3	2.3
nand4_1	2	1.9
nor2_1	3	1.7
mux2_2	4	6.8
nand2_1	6	3.4
xnor2_1	8	11
inv_1	4	2.3
a21oi_1	2	1.5
dfstp_2	4	16
dfrtp_1	10	38
-- routing by layer --
| layer | global-route usage (%) | routed length, µm | vias to the layer above |
|---|---|---|---|
| met4 | 0.265 | 0 | 0 |
| met5 | 0 | 0 | - |
| met1 | 3.45 | 485 | 177 |
| li1 | - | - | 199 |
| met2 | 3.93 | 489 | 6 |
| met3 | 1.01 | 48 | 0 |
-- cell type report --
type | count | share of cell area (%)
multi-input cells | 35 | 30.0
flip-flops and latches | 14 | 42.4
inverters | 4 | 1.79
well taps | 67 | 10.0
clock buffers | 4 | 5.37
repair buffers | 9 | 10.4
-- worst max-delay path by stage --
stage	start	cells past startpoint	to
after CTS	testmode	4	out[3]
after global routing	testmode	4	out[3]
final	testmode	4	out[3]
Power is estimated from default activity; no workload was simulated.
